===== design/flow/constraint.sdc =====
current_design my_driver

set clk_period 4.3
set clk_io_pct 0.2

create_clock -name clk0 -period $clk_period [get_ports {clk}]

set non_clock_inputs [all_inputs -no_clocks]
set_input_delay [expr $clk_period * $clk_io_pct] -clock clk0 $non_clock_inputs
set_output_delay [expr $clk_period * $clk_io_pct] -clock clk0 [all_outputs]

===== design/flow/config.mk =====
export PLATFORM = sky130hd
export DESIGN_NAME = my_driver
export DESIGN_NICKNAME = my_driver
export VERILOG_FILES = /design/flow/design.v
export SDC_FILE = /design/flow/constraint.sdc
export NUM_CORES = 4
export LEC_CHECK = 1
export CORE_UTILIZATION = 50

===== design/flow/design.v =====
module my_driver(
	input clk, ps2_clk, ps2_data,
	output left_arrow, right_arrow, left_led, right_led
);
	logic[7:0] ARROW_LEFT = 8'h6B;  
	logic[7:0] ARROW_RIGHT = 8'h74;  
	logic read;  
	logic previous_state;  
	logic error;  
	logic full_buffer;  
	logic trigger;  
	logic holding;  
	logic[11:0] read_counter;  
	logic[10:0] scan_code;  
	logic[7:0] key_code;  
	logic[3:0] counter;  
	logic[7:0] down_counter;  
	logic[29:0] holding_counter;  
	initial begin 
		previous_state = 1; 
		trigger = 0;
		down_counter = 0;
		error = 0;
		scan_code = 0;
		counter = 0;
		key_code = 0;
		read = 0;
		read_counter = 0;
		left_arrow = 0;
		right_arrow = 0;
		holding_counter = 8'b0;
		holding = 0; 
		left_led = 0;
		right_led = 0;
	end
	always @(posedge clk) begin
		if(down_counter < 249) begin 
			down_counter <= down_counter + 1;
			trigger <= 0;
		end else begin 
			down_counter <= 0;
			trigger <= 1;
		end
	end
	always @(posedge clk) begin 
		if(trigger) begin
			if(read) begin 
				read_counter <= read_counter + 1;
			end else begin 
				read_counter <= 0;
			end
		end
	end
	always @(posedge clk) begin
		if(trigger) begin 
			if (ps2_clk != previous_state) begin 
				if(!ps2_clk) begin
					read <= 1;
					error <= 0;
					scan_code[10:0] <= {ps2_data, scan_code[10:1]};
					counter <= counter + 1;
				end
			end 
			else if (counter == 11)  begin
				counter <= 0;
				read <= 0;
				full_buffer <= 1;
				if(!scan_code[10] || scan_code[0] || !(scan_code[1]^scan_code[2]^scan_code[3]^scan_code[4]
					^scan_code[5]^scan_code[6]^scan_code[7]^scan_code[8]
					^scan_code[9])) 
					error <= 1;
				else error <= 0;
			end
			else begin 
				full_buffer <= 0;
				if(counter < 11 & read_counter >= 4000) begin
					counter <= 0;
					read <= 0;
				end
			end
			previous_state <= ps2_clk;
		end
	end
	always @(posedge clk)begin 
		if(trigger)begin
			if(full_buffer)begin
				if(error) begin
					key_code <= 8'd0;
				end else begin
					key_code <= scan_code[8:1];
				end
			end else begin
				key_code <= 8'd0;
			end
		end else begin
			key_code <= 8'd0;
		end
	end
	always @(posedge clk)begin
		if (key_code == ARROW_RIGHT) begin
			right_arrow = 1'b1;
		end else begin
			right_arrow = 1'b0;
		end
		if (key_code == ARROW_LEFT) begin
			left_arrow = 1'b1;
		end else begin
			left_arrow = 1'b0;
		end
	end
	always @(posedge clk)begin 
		if(right_arrow)begin 
			right_led = 1'b1;
		end
		if(left_arrow)begin
			left_led = 1'b1;
		end
		if(right_led || left_led)begin
			holding = 1'b1;
		end
		if(holding)begin
			holding_counter = holding_counter + 1'b1;
		end
		if(holding_counter > 10000000)begin
			left_led = 1'b0;
			right_led = 1'b0;
			holding = 1'b0;
			holding_counter = 30'b0;
		end
	end
endmodule 

===== design/flow/run.sh =====
#!/bin/bash
# OpenROAD 26Q1-2900-gdf79404cd8, Yosys 0.63+post, stock flow scripts
make -C /OpenROAD-flow-scripts/flow DESIGN_CONFIG=/design/flow/config.mk WORK_HOME=/design/flow/orfs finish

==> Slide: Implementation Results <==
Flow Results at a Glance

Logic synthesis
  • Average size of a mapped cell: 10.7 um^2
  • Sequential share of the synthesized area: 0.475
  • Dominant register cell in the synthesized netlist: dfxtp_1
  • Yosys chip area: 4150 um^2
  • Synthesized registers: 83
  • Post-synth cell types: 69
  • Post-synthesis instance total: 387
  • Cell count in the Yosys report: 387
  • Synth Warn #: 13
  • Netlist area before placement: 4150 um^2
  • Proportion of synthesized flip-flops having asynchronous set or reset: 0
  • EDFF count, synth: 31

Final timing
  • Fmax: 274 MHz
  • Final setup violating endpoints: 0
  • Actual slew at the worst max-slew pin: 0.808 ns
  • Setup TNS Final: 0 ns
  • Final worst path period need: 3.65 ns
  • Part of the cycle the worst path needs: 0.850
  • Worst relative slew slack: 0.461
  • Worst Hold Margin: 0.426 ns
  • Slew Viols, Final: 0
  • Final setup slack of the worst path: 0.646 ns
  • Clock Skews: 0.00979 ns
  • Unrepaired setup endpoints after global routing: no
  • Final hold vios: 0

Place
  • Post-placement worst setup slack: 0.645 ns
  • Last weighted congestion value of the routability-driven placer: 0.829
  • Placed wire-length estimate after detailed placement: 4.49 mm
  • PortBufs: 6

Critical path
  • Critical path's most frequent cell: nor3_1
  • Maximum fanout encountered on the critical timing path: 19
  • Kind of critical path: reg -> reg
  • Cells along the critical path: ha_1 > and3_1 > nand3_1 > nor3_1 > and4b_1 > nor3_1 > a31oi_1 > o21ai_2 > a21oi_4 > buf_4 > nor3_2
  • Required time of the worst setup path: 4.52 ns
  • Crit path arrival time: 3.88 ns
  • CP Launch Type: flop
  • Critical Path Sink Type: flop
  • Cell with the largest stage delay on the worst path: nor3_1
  • Maximum cell stage delay along the critical path: 0.61 ns
  • Count of cells along the worst register-to-register path: 11

Clock tree
  • Clock root buffer: clkbuf_8
  • Clock slew at the register clock pins of the worst setup and hold paths: 0.09 ns
  • Post-CTS Hold Buffers: 0
  • Level count of the clock H-tree: 3
  • Clock sink count: 83
  • TritonCTS clock tree: done
  • Clock tree buffer depth: 2
  • Post_cts resized: 0
  • Number of buffers inserted during clock tree synthesis: 9
  • Post-CTS Setup Repair Bufs: 0
  • Late-Pin Clk Latency: 0.36 ns

Worst hold path
  • Number of instances on the worst hold path: 1
  • Class of the most critical hold timing path: reg -> reg

Detailed routing
  • Diodes inserted: 0
  • Residual DRC count: 0
  • Via density per instance: 5.31
  • Total iterations of the first detailed-routing run: 4
  • Via count: 2,682
  • Final Routed Wirelength: 6.60 mm
  • Antenna violation net count after detailed routing: 0
  • Mean routed wirelength per cell: 13.1 um
  • DRT iter0 DRCs: 116

Floorplanning
  • Die X-Extent: 93.1 um
  • Vertical die dimension: 93.1 um
  • I/O pin total: 7
  • Placeable core region: 7890 um^2
  • Number of rows in the core area: 32
  • Die Outline Area: 8670 um^2
  • Starting density of the core: 0.526

Finish
  • Area occupied by registers: 1970 um^2
  • Share of final-layout standard cells stronger than drive strength 1: 0.151
  • Multi-input logic area: 2020 um^2
  • Most common logic cell in the routed design: dfxtp_1
  • Layout overhead on the synthesized area: 7.42%
  • Filler cells: 670
  • Most common logic cells in the final layout: 52 x dfxtp_1, 31 x edfxtp_1, 30 x xnor2_1
  • Layout Utilization: 0.565

GRT
  • GR Overflow Total: 0
  • All-Layer GR Usage: 0.176
  • Via count of the first global-routing pass: 2,531
  • Global-route wire length before repair: 11.7 mm
  • Largest net degree at the start of global routing: 20
  • Antenna violations before repair: 0

Pwr
  • Cell leakage power: 0.00148 uW
  • Worst-case vdd ir drop: 0.201 mV
  • Power density cells: 308 nW/um^2

Flow run
  • Number of max-capacitance violations reported: 0
  • OpenROAD warning count: 28

Status
  • Result of the run: finished, final reports clean
==> logic make-up (layout without fill, tap and decap cells) <==
| family | count (synthesis) | in the layout | share of synthesized area |
|---|---|---|---|
| compound gates | 40 | 40 | 0.0784 |
| fa+ha+maj | 7 | 7 | 0.0211 |
| mux | 5 | 5 | 0.0127 |
| other cells | 1 | 6 | 0.000904 |
| simple gates | 174 | 174 | 0.258 |
| buf+inv | 26 | 37 | 0.0419 |
| xor+xnor | 51 | 51 | 0.111 |
| flops | 83 | 83 | 0.475 |
==> registers in the layout, summed over array words and instances (netlist names) <==
register,cells
holding_counter,30
read_counter,12
scan_code,11
down_counter,8
key_code,8
counter,4
error,1
full_buffer,1
holding,1
left_arrow,1
left_led,1
previous_state,1
read,1
right_arrow,1
right_led,1
trigger,1
==> per-layer routing <==
| layer | share of wire | up-vias | GRT usage |
|---|---|---|---|
| met5 | 0 | - | 0 |
| met4 | 0.015 | 0 | 0.0231 |
| met3 | 0.039 | 11 | 0.0389 |
| met2 | 0.43 | 34 | 0.254 |
| met1 | 0.51 | 1231 | 0.299 |
| li1 | - | 1406 | - |
==> critical path: cells and delay by family, from the launching register on <==
| kind | cells | cell delay (ns) |
|---|---|---|
| compound gates | 3 | 0.86 |
| fa+ha+maj | 1 | 0.27 |
| buf+inv | 1 | 0.26 |
| flops | 1 | 0.48 |
| simple gates | 6 | 1.63 |
==> power breakdown <==
group	internal (uW)	switching (uW)	leakage, uW
sequential	812	2.08	0.000703
combinational	4.50	5.10	0.000670
clock	232	318	0.000103
==> synth_stat cells, drive strengths merged (3+ instances only) <==
| library cell | count | area share |
|---|---|---|
| a211oi | 3 | 0.0054 |
| nand3 | 18 | 0.024 |
| inv | 10 | 0.0090 |
| dfxtp | 52 | 0.25 |
| nor3b | 6 | 0.013 |
| and2 | 20 | 0.030 |
| nor3 | 32 | 0.061 |
| xnor2 | 32 | 0.071 |
| clkbuf | 7 | 0.011 |
| a21oi | 4 | 0.0075 |
| o21ai | 7 | 0.012 |
| xor2 | 19 | 0.040 |
| and4 | 6 | 0.014 |
| a31oi | 5 | 0.0075 |
| o2111ai | 3 | 0.0093 |
| ha | 7 | 0.021 |
| nor2b | 4 | 0.0060 |
| nand2 | 23 | 0.021 |
| edfxtp | 31 | 0.22 |
| nand4 | 6 | 0.0090 |
| and3 | 12 | 0.018 |
| nor4 | 7 | 0.012 |
| buf | 8 | 0.019 |
| nor2 | 29 | 0.027 |
| mux2i | 3 | 0.0072 |
==> final cells by class <==
cell class / instances / area share
Clock inverter: 7 / 0.0171
Sequential cell: 83 / 0.442
Inverter: 10 / 0.00842
Timing Repair Buffer: 11 / 0.0219
Tap cell: 102 / 0.0286
Clock buffer: 9 / 0.0278
Multi-Input combinational cell: 283 / 0.454
==> worst paths after layout <==
check | slack (ns) | to | from
worst max-delay path | 0.65 | holding_counter[2] | holding_counter[0]
worst min-delay path | 0.43 | right_arrow | key_code[0]
worst max register to register | 0.65 | holding_counter[2] | holding_counter[0]
worst min register to register | 0.43 | right_arrow | key_code[0]
==> metrics by stage <==
stage | power [uW] | instance area [um^2] | std cells
6_report | 1370 | 4460 | 505
5_1_grt | 1440 | 4460 | 505
4_1_cts | 1400 | 4460 | 505
3_5_place_dp | 842 | 4260 | 489
3_3_place_gp | 842 | 4260 | 489
2_1_floorplan | 838 | 4170 | 392
Power and IR drop assume default switching activity.
